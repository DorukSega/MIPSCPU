File: flow/constraint.sdc
current_design ALU

set clk_period 18.1
set clk_io_pct 0.2

create_clock -name clk0 -period $clk_period

set non_clock_inputs [all_inputs -no_clocks]
set_input_delay [expr $clk_period * $clk_io_pct] -clock clk0 $non_clock_inputs
set_output_delay [expr $clk_period * $clk_io_pct] -clock clk0 [all_outputs]
File: flow/design.v
module ALU (
    input [3:0] ALUop,         
    input [7:0] A, B,          
    input [2:0] SHAMT,          
    output reg [7:0] S,          
    output reg [7:0] HIGH,       
    output Zero                  
);
    reg [15:0] ALU_Result;       
    assign Zero = (S == 0);
    always @(*) begin
        case (ALUop)
            4'b0000: begin
                ALU_Result = A + B;              
                HIGH = 8'b0;
            end
            4'b0001: begin
                ALU_Result = A - B;              
                HIGH = 8'b0;
            end
            4'b0100: begin
                ALU_Result = A * B;              
                HIGH = ALU_Result[15:8];          
            end
            4'b0101: begin
                ALU_Result = A / B;              
                HIGH = A % B;               
            end
            4'b0110: begin
                ALU_Result = A / B;              
                HIGH = A % B;               
            end
            4'b0111: begin
                ALU_Result = A & B;              
                HIGH = 8'b0;
            end
            4'b1000: begin
                ALU_Result = A | B;              
                HIGH = 8'b0;
            end
            4'b1010: begin
                ALU_Result = A ^ B;              
                HIGH = 8'b0;
            end
            4'b1001: begin
                ALU_Result = ~(A | B);           
                HIGH = 8'b0;
            end
            4'b1011: begin
                ALU_Result = B << SHAMT;             
                HIGH = 8'b0;
            end
            4'b1100: begin
                ALU_Result = B >> SHAMT;             
                HIGH = 8'b0;
            end
            4'b1101: begin
                ALU_Result = B >>> SHAMT;            
                HIGH = 8'b0;
            end
            4'b1110: begin
                ALU_Result = (A < B) ? 8'b1 : 8'b0;  
                HIGH = 8'b0;
            end
            default: begin
                ALU_Result = 8'b0;               
                HIGH = 8'b0;
            end
        endcase
    end
    always @(*) begin
        S = ALU_Result[7:0];              
    end
endmodule
File: flow/run.sh
#!/bin/bash
# OpenROAD 26Q1-2900-gdf79404cd8, Yosys 0.63+post, stock flow scripts
make -C /OpenROAD-flow-scripts/flow DESIGN_CONFIG=/design/flow/config.mk WORK_HOME=/design/flow/orfs finish
File: flow/config.mk
export PLATFORM = sky130hd
export DESIGN_NAME = ALU
export DESIGN_NICKNAME = ALU
export VERILOG_FILES = /design/flow/design.v
export SDC_FILE = /design/flow/constraint.sdc
export NUM_CORES = 4
export LEC_CHECK = 1
export CORE_UTILIZATION = 30
==> impl_results.rst <==
Implementation results
======================

.. list-table::
   :header-rows: 1

   * - Metric
     - Value
   * - Setup-violating endpoint count in the final report
     - 16
   * - Critical path's slowest cell
     - sky130_fd_sc_hd__or4_4
   * - Layer with the highest usage
     - met2
   * - Kind of cell adding the most delay to the critical path
     - AND-OR/OR-AND gates
   * - I/O pin cnt
     - 40
   * - Number of rows in the core area
     - 67
   * - End-of-flow core utilization
     - 0.488
   * - Vias in the first global route
     - 12200
   * - Post-synthesis instance total
     - 1410
   * - Library cell appearing most often on the critical path
     - sky130_fd_sc_hd__buf_4
   * - Logic depth of the worst setup path including buffers
     - 136
   * - Count of pins over their slew limit
     - 0
   * - Routed vias/inst
     - 5.25
   * - Non-filler cells in the finished layout
     - 2397
   * - Clock buffer count
     - 0
   * - Highest cell delay on the worst timing path
     - 0.60 ns
   * - Final estimated routing congestion in global placement
     - 0.945
   * - Placement-stage cell area
     - 14300 um2
   * - Cell count listed in synth_stat.txt
     - 1410
   * - Class of the tightest hold or removal check
     - in -> out
   * - Sequential area share after synthesis
     - 0
   * - WL per Instance
     - 16.4 um
   * - Maximum number of pins on one net before global-route repair
     - 33
   * - Required time at the endpoint of the critical path
     - 14.48 ns
   * - Sum of routed wire length over all layers
     - 39200 um
   * - Chip area in the Yosys report
     - 10300 um2
   * - Synth area leaders
     - sky130_fd_sc_hd__ha_1 24%, sky130_fd_sc_hd__fa_1 7.6%, sky130_fd_sc_hd__a21oi_1 5.5%
   * - Kind of critical path
     - in -> out
   * - Fmax
     - 31.0 MHz
   * - Effective utilization at floorplan
     - 0.305
   * - Yosys Warn Count
     - 1
   * - Met3 track demand over resource
     - 0.0316
   * - Fraction of layout instances using a drive strength above 1
     - 0.401
   * - Combined area of all synthesized cells
     - 10300 um2
   * - Final critical path time including I/O delays and setup
     - 32.25 ns
   * - Worst Tran Pin Value
     - 0.946 ns
   * - Met2 track demand over resource
     - 0.372
   * - Buffers plus inverters on the worst setup path
     - 34
   * - Failing checks
     - negative setup slack
   * - Final critical-path share of the clock period
     - 1.78
   * - Worst hold start
     - B[0]
   * - Syn_area_per_cell
     - 7.28 um2
   * - RSZ-0062 raised after global routing
     - yes
   * - Worst Path Max Fanout
     - 13
   * - Overflow after GRT
     - 0
   * - Number of failing hold endpoints at the final stage
     - 0
   * - Max-Cap Viols
     - 0
   * - Status
     - finished with violations
   * - Warning total across the stage logs
     - 55
   * - Antenna Cells
     - 0
   * - Area leader, netlist
     - sky130_fd_sc_hd__ha_1
   * - Wire length of the first global-routing pass
     - 61700 um
   * - Floorplan die width
     - 187 um
   * - Total vias in the final route
     - 12600
   * - Total Neg Setup Slack
     - -72.53 ns
   * - Type of origin of the critical path
     - input port
   * - Buffers on Ports
     - 40
   * - Post-detailed-route count of antenna-violating nets
     - 0
   * - Vertical extent of the die
     - 187 um
   * - Worst setup path startpoint
     - B[3]
   * - Pre-Repair DR Iteration Count
     - 5
   * - Worst setup path endpoint
     - Zero
   * - Count of unique library cells instantiated by Yosys
     - 84
   * - Final non-filler cell area
     - 16400 um2
   * - Met1 routing resource usage after global routing
     - 0.302
   * - DR DRC count
     - 0
   * - Relative area change from synthesis to final layout
     - 60.0%
   * - Core region area
     - 33600 um2
   * - Sequential cell area
     - 0 um2
   * - Fill cell count
     - 2921
   * - Fraction of post-synthesis cell area in the top cell type by area
     - 0.239
   * - Overall Global Routing Usage
     - 0.221
   * - Total die size
     - 34900 um2
   * - Starting DRT DRC Count
     - 720
   * - Post-route worst setup slack
     - -14.15 ns
   * - Hold buffer count at CTS
     - 0
   * - DP HPWL
     - 27900 um
   * - Placed cells
     - 2223
   * - Headroom to the max-slew limit
     - 0.368
   * - Antenna violations before repair
     - 0
   * - CP endpoint kind
     - output pin
   * - Flip-flops
     - 0
   * - Worst endpoint data arrival time
     - 28.63 ns
[how the worst min path moves through the flow]
stage | end | slack (ns) | depth (start not counted)
CTS | S[1] | 8.17 | 7
global route | Zero | 8.25 | 7
finish | S[1] | 8.17 | 7
[synthesized netlist by cell type, types with 15 or more instances]
master / count
sky130_fd_sc_hd__ha_1: 196
sky130_fd_sc_hd__nor2_1: 140
sky130_fd_sc_hd__a21oi_1: 112
sky130_fd_sc_hd__nand2_1: 111
sky130_fd_sc_hd__inv_1: 102
sky130_fd_sc_hd__o21ai_0: 65
sky130_fd_sc_hd__nor3_1: 57
sky130_fd_sc_hd__o21a_1: 54
sky130_fd_sc_hd__xnor2_1: 47
sky130_fd_sc_hd__clkbuf_1: 44
sky130_fd_sc_hd__fa_1: 39
sky130_fd_sc_hd__a21o_1: 37
sky130_fd_sc_hd__nor2b_1: 26
sky130_fd_sc_hd__o31ai_1: 25
sky130_fd_sc_hd__mux2_2: 24
sky130_fd_sc_hd__nand3_1: 23
sky130_fd_sc_hd__xor2_1: 22
sky130_fd_sc_hd__mux2i_1: 21
sky130_fd_sc_hd__o21bai_1: 18
sky130_fd_sc_hd__nand2b_1: 17
sky130_fd_sc_hd__a211oi_1: 15
[cell type report]
| cell class | count | area (um2) | share of cell area |
|---|---|---|---|
| repair buffers | 586 | 4580 | 0.279 |
| well taps | 448 | 561 | 0.0341 |
| inverters | 105 | 410 | 0.0250 |
| multi-input cells | 1258 | 10900 | 0.662 |
[routing by layer]
metal | part of all wire | wire (um)
met1 | 0.46 | 17800
met5 | 0 | 0
met4 | 0.025 | 971
met2 | 0.46 | 18200
met3 | 0.056 | 2210
[worst min-delay path, cell delays in order]
cell,delay [ns]
sky130_fd_sc_hd__buf_8,0.08
sky130_fd_sc_hd__buf_4,0.22
sky130_fd_sc_hd__ha_1,0.19
sky130_fd_sc_hd__ha_1,0.13
sky130_fd_sc_hd__a21oi_1,0.10
sky130_fd_sc_hd__o2111ai_4,0.11
sky130_fd_sc_hd__buf_2,0.10
[stage by stage]
| step | hold WS (ns) | worst slack (ns) |
|---|---|---|
| after global placement | 8.61 | -15.30 |
| final | 8.17 | -14.15 |
| after floorplan | 7.38 | -15.40 |
| after CTS | 8.17 | -14.12 |
| after detailed placement | 8.59 | -15.67 |
| after global routing | 8.25 | -15.45 |
[cells by family after synthesis]
| group | after synthesis | synth area share |
|---|---|---|
| AOI/OAI and AO/OA | 425 | 0.278 |
| buffers and inverters | 160 | 0.0615 |
| muxes | 56 | 0.0668 |
| other | 1 | 0.000366 |
| xor gates and xnor gates | 69 | 0.0589 |
| adders and majority gates | 235 | 0.315 |
| and+or+nand+nor | 464 | 0.219 |
[placed cells by master (no fill, tap or decap), types with 18 or more instances in the layout]
| master | count |
|---|---|
| sky130_fd_sc_hd__a21o_1 | 37 |
| sky130_fd_sc_hd__a21oi_1 | 83 |
| sky130_fd_sc_hd__a21oi_2 | 25 |
| sky130_fd_sc_hd__buf_4 | 521 |
| sky130_fd_sc_hd__buf_6 | 25 |
| sky130_fd_sc_hd__clkdlybuf4s50_1 | 25 |
| sky130_fd_sc_hd__fa_1 | 39 |
| sky130_fd_sc_hd__ha_1 | 169 |
| sky130_fd_sc_hd__ha_4 | 25 |
| sky130_fd_sc_hd__inv_1 | 95 |
| sky130_fd_sc_hd__nand2_1 | 107 |
| sky130_fd_sc_hd__nand3_1 | 20 |
| sky130_fd_sc_hd__nor2_1 | 126 |
| sky130_fd_sc_hd__nor2b_1 | 20 |
| sky130_fd_sc_hd__nor3_1 | 54 |
| sky130_fd_sc_hd__o21a_1 | 53 |
| sky130_fd_sc_hd__o21ai_0 | 45 |
| sky130_fd_sc_hd__o21bai_1 | 18 |
| sky130_fd_sc_hd__o31ai_1 | 22 |
| sky130_fd_sc_hd__xnor2_1 | 47 |
| sky130_fd_sc_hd__xor2_1 | 22 |
[what timing repair did]
action | CTS | global route
setup buffers | 132 | 45
setup endpoints to repair | 16 | 17
gates resized | 131 | 109
gates cloned | 2 | 1
pin swaps | 102 | 82
